`/design/flow/run.sh`:
```
#!/bin/bash
# OpenROAD 26Q1-2900-gdf79404cd8, Yosys 0.63+post, stock flow scripts
make -C /OpenROAD-flow-scripts/flow DESIGN_CONFIG=/design/flow/config.mk WORK_HOME=/design/flow/orfs finish
```
`/design/flow/config.mk`:
```
export PLATFORM = sky130hd
export DESIGN_NAME = Hello
export DESIGN_NICKNAME = Hello
export VERILOG_FILES = /design/flow/design.v
export SDC_FILE = /design/flow/constraint.sdc
export NUM_CORES = 4
export LEC_CHECK = 1
export CORE_UTILIZATION = 30
```
`/design/flow/constraint.sdc`:
```
current_design Hello

set clk_period 6.0
set clk_io_pct 0.2

create_clock -name clk0 -period $clk_period [get_ports {clock}]

set non_clock_inputs [all_inputs -no_clocks]
set_input_delay [expr $clk_period * $clk_io_pct] -clock clk0 $non_clock_inputs
set_output_delay [expr $clk_period * $clk_io_pct] -clock clk0 [all_outputs]
```
`/design/flow/design.v`:
```
module Hello(
  input   clock,
  input   reset,
  output  io_led
);
  reg [31:0] cntReg;  
  reg  blkReg;  
  wire [31:0] _cntReg_T_1 = cntReg + 32'h1;  
  assign io_led = blkReg;  
  always @(posedge clock) begin
    if (reset) begin  
      cntReg <= 32'h0;  
    end else if (cntReg == 32'h17d783f) begin  
      cntReg <= 32'h0;  
    end else begin
      cntReg <= _cntReg_T_1;  
    end
    if (reset) begin  
      blkReg <= 1'h0;  
    end else if (cntReg == 32'h17d783f) begin  
      blkReg <= ~blkReg;  
    end
  end
endmodule
```
==> datasheet_impl.txt <==
Physical design parameters

Parameter                              Value

Routing
  Detailed-router iteration count before antenna repair    4
  Violation count after the first detailed-routing iteration    41
  Routed len/inst    12.72 um
  Antenna Violating Nets Remaining    0
  Number of diodes added for antenna fixing    0
  Via Count    1338
  Post-DR vias/cell    5.268
  # DRC    0
  Final WL    3231 um

Setup path
  Element type at the critical path end    primary output
  Critical Path AT    1.12 ns
  Cell with the largest stage delay on the worst path    sky130_fd_sc_hd__clkdlybuf4s50_1
  Maximum fanout along the worst path    3
  Start point of the critical path    blkReg
  Reg-to-Reg Start    cntReg[11]
  Crit path required time    4.80 ns
  Crit-path cells    clkdlybuf4s50_1
  Stage delay of the slowest cell on the critical path    0.48 ns
  Startpoint type of the worst setup path    flip-flop
  Number of buffer and inverter stages on the critical path    1
  Critical Setup Path Class    reg -> out
  Family with the most delay on the worst path    buffers and inverters

Synth
  Area of the mapped netlist    0.001573 mm2
  Cell types with the highest counts after synthesis    33 x sky130_fd_sc_hd__dfxtp_1, 19 x sky130_fd_sc_hd__nor2_1, 17 x sky130_fd_sc_hd__a21oi_1
  Post-Synthesis Mean Instance Area    8.642 um2
  Portion of the post-synthesis area used by sequential elements    0.4200
  Summed standard-cell area reported by yosys    0.001573 mm2
  Synth top area share    0.4200
  Number of cells in the yosys synthesis report    182
  Flip-flop and latch count after synthesis    33
  Most frequently used flop master after synthesis    sky130_fd_sc_hd__dfxtp_1
  Number of synthesis warnings    1
  Largest cells by area after synthesis    sky130_fd_sc_hd__dfxtp_1 42%, sky130_fd_sc_hd__a21oi_1 5.4%, sky130_fd_sc_hd__xnor2_1 5.0%
  Flip-flops with a built-in enable    0
  Top cell type by instance count after synthesis    sky130_fd_sc_hd__dfxtp_1
  Number of instances in the synthesized netlist    182
  Distinct lib cells used    29
  Asr flop ratio synth    0
  Largest area contributor in the synthesized netlist    sky130_fd_sc_hd__dfxtp_1

Global routing
  Total GRT Usage    0.1376
  Gr ovfl total    0
  First-pass GRT wire length    5865 um
  Initial antenna violation count    0
  Via count of the first global-routing pass    1270
  Largest net degree at the start of global routing    32

Status
  Status    complete, no violations

CTS
  TritonCTS Buffers    5
  Count of cells resized by post-cts repair    0
  CTS tree    built
  Insertion delay to the later sink of the worst-skew pair    0.29 ns
  Clock Sink Count    33
  Clock transition at the registers of the reported paths    0.07 ns
  Total number of H-tree levels    2
  Clock tree root buffer cell    sky130_fd_sc_hd__clkbuf_8
  Quantity of hold-fixing buffers added after cts    0
  Setup bufs post-CTS    0
  Number of buffers on the longest clock path    2

Floorplan
  Initial core utilization    0.3223
  Overall chip area    0.005536 mm2
  Number of I/O pins    3
  Placeable core region    0.004880 mm2
  Die outline width    74.41 um
  Number of core rows    25
  Vert. Die Dim    74.41 um

Layout
  Area added between synthesis and finish    11.06%
  Share of cells above drive strength 1    0.07487
  Number of fillers in the final layout    526

Power
  Sequential share of power    0.567
  Design internal power    0.3040 mW
  Cell area power density    223.9 mW/mm2
  Pleak    0.5044 nW
  Switching part of the total    0.2227
  Maximum ir drop on the vdd rail    0.0001242 V
  Design Power    0.3911 mW
  Portion of total power attributed to combinational logic    0.022
  Net Switching    0.08712 mW
  Clk pwr share    0.411

Timing
  Endpoints failing hold    0
  # setup viols final    0
  Worst Max-Slew Pin Slew    0.5799 ns
  Setup repair after global routing missed its margin    no
  Post-route fraction of the period consumed by the critical path    0.3867
  Max Slew Vio Count    0
  Max Clk Rate    431.0 MHz
  Minimum clock period    2.320 ns
  Total negative setup slack    0 ns
  Maximum clock skew at final layout    0.006773 ns
  Remaining max-slew budget at the tightest pin    0.6098

Hold path
  Min-Delay Path Class    reg -> reg
  Startpoint of the lowest-slack hold path    cntReg[0]

Place
  I/O Buffers    2
  HPWL after detailed placement    2205 um
  Routability-driven placement congestion ratio    0.7466

Job
  Total number of warnings across the stage logs    25
  Max-cap viol count    0
final cells by class:
class                   instances  area (um2)  area share
multi-input cells             138       873.3      0.5000
flip-flops and latches         33       660.6      0.3782
well taps                      67       83.83     0.04799
clock buffers                   6       72.57     0.04155
repair buffers                  3       27.53     0.01576
inverters                       5       18.77     0.01074
clock inverters                 2       10.01    0.005731
sequential cells by signal, indices dropped and copies added (netlist names):
register / flops
blkReg: 1
cntReg: 32
layout by cell type, fill, tap and decap left out, types with 5 or more instances in the layout:
cell and n:
sky130_fd_sc_hd__dfxtp_1 33, sky130_fd_sc_hd__nor2_1 19, sky130_fd_sc_hd__a21oi_1 17, sky130_fd_sc_hd__nand2_1 11, sky130_fd_sc_hd__nand3_1 11, sky130_fd_sc_hd__o31ai_1 10
sky130_fd_sc_hd__or4_1 10, sky130_fd_sc_hd__nand4_1 9, sky130_fd_sc_hd__xnor2_1 9, sky130_fd_sc_hd__and4_1 6, sky130_fd_sc_hd__o21ai_0 6, sky130_fd_sc_hd__or3_1 6
sky130_fd_sc_hd__nor4_1 5, sky130_fd_sc_hd__inv_1 5, sky130_fd_sc_hd__xor2_1 5, sky130_fd_sc_hd__clkbuf_8 5
cells by family after synthesis:
group                      Yosys count  synth area share
and+or+nand+nor                     88            0.3294
AOI/OAI and AO/OA                   35            0.1344
DFF                                 33            0.4200
xor gates and xnor gates            14           0.07796
buffers and inverters               11           0.03023
adders and majority gates            1          0.007954
power by group through the flow:
| stage | sequential [mW] | combinational (mW) | clock, mW |
|---|---|---|---|
| CTS | 0.222 | 0.00856 | 0.165 |
| global route | 0.222 | 0.00981 | 0.176 |
| finish | 0.222 | 0.00844 | 0.161 |
worst paths after layout:
path | end | slack (ns) | cells past startpoint
setup reg to reg | cntReg[31] | 3.90 | 4
hold / removal | cntReg[0] | 0.45 | 1
hold reg to reg | cntReg[0] | 0.45 | 1
setup / recovery | io_led | 3.68 | 1
per-layer routing:
| layer | wire [um] | vias to the layer above | track usage | part of all wire |
|---|---|---|---|---|
| met5 | 0 | - | 0 | 0 |
| met4 | 70 | 0 | 0.02516 | 0.022 |
| met3 | 143 | 8 | 0.03434 | 0.044 |
| met2 | 1378 | 18 | 0.2102 | 0.43 |
| met1 | 1637 | 618 | 0.2029 | 0.51 |
| li1 | - | 694 | - | - |
metrics by stage:
stage	worst slack [ns]	cells	hold WS [ns]	area [um2]	util
5_1_grt	3.630	254	0.4818	1747	0.3579
2_1_floorplan	4.172	182	0.4176	1573	-
4_1_cts	3.660	254	0.4480	1747	0.3579
3_3_place_gp	3.598	246	0.4367	1664	0.3410
6_report	3.680	254	0.4473	1747	0.3579
3_5_place_dp	3.583	246	0.4378	1664	0.3410
Power is estimated from default activity; no workload was simulated.
