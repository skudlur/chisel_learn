==> /design/flow/design.v <==
module add(
  input        clock,
  input        reset,
  input  [3:0] io_a,
  input  [3:0] io_b,
  input        io_sel,
  output [3:0] io_out
);
  wire [3:0] _res_T_1 = io_a + io_b;  
  wire [3:0] _res_T_3 = io_a - io_b;  
  wire [3:0] _GEN_0 = io_sel ? _res_T_3 : 4'h0;  
  assign io_out = ~io_sel ? _res_T_1 : _GEN_0;  
endmodule
==> /design/flow/run.sh <==
#!/bin/bash
# OpenROAD 26Q1-2900-gdf79404cd8, Yosys 0.63+post, stock flow scripts
make -C /OpenROAD-flow-scripts/flow DESIGN_CONFIG=/design/flow/config.mk WORK_HOME=/design/flow/orfs finish
==> /design/flow/config.mk <==
export PLATFORM = sky130hd
export DESIGN_NAME = add
export DESIGN_NICKNAME = add
export VERILOG_FILES = /design/flow/design.v
export SDC_FILE = /design/flow/constraint.sdc
export NUM_CORES = 4
export LEC_CHECK = 1
export CORE_AREA = 10 10 70 70
export DIE_AREA = 0 0 80 80
==> /design/flow/constraint.sdc <==
current_design add

set clk_period 2.4
set clk_io_pct 0.2

create_clock -name clk0 -period $clk_period

set non_clock_inputs [all_inputs -no_clocks]
set_input_delay [expr $clk_period * $clk_io_pct] -clock clk0 $non_clock_inputs
set_output_delay [expr $clk_period * $clk_io_pct] -clock clk0 [all_outputs]
==> results.cfg <==
; implementation run metrics
[layout]
flops = 0
postLayoutCellArea_um2 = 462
nFillCells = 386
drive_above_1_share_pct = 51.2
seq_area_um2 = 0
syn_to_final_growth_pct = 149
utilization_pct = 13.5
clockBufferCount = 0

[final_timing]
relSlewSlack_pct = 88.4
final_max_slew_viol_count = 0
setup_viol = 0
clock.fmax_mhz = 424
tns_ns = 0
worst_pin_slew_ns = 0.173
period_used_pct = 98.2
fin_hold_ws_ns = 1.61
hold_viol = 0
fin_crit_ns = 2.36
rsz0062_at_grt = true

[route]
drtIter0Drc = 2
drtAntennaViolNets = 0
viasPerCell = 2.53
insertedDiodeCount = 0
wl_um = 623
vias = 225
dr.pass1.iters = 2
drc = 0
wire_per_inst_um = 7.00

[grt]
grt_pass1_vias = 219
grt_max_degree = 3
antenna_found_initial = 0
grt_use_total_pct = 1.55
grt_pass1_wl_um = 876
grt_overflow = 0

[floorplan]
core_um2 = 3420
chip_area_um2 = 6400
die_h_um = 80
rows = 21
ios = 15
die_w_um = 80
initCoreUtil_pct = 5.42

[power]
leakagePower_nw = 0.204
pwr-share-comb_pct = 100.0
finalPower_w = 0.000102
sw_frac_of_total_pct = 35.6
p_int_w = 0.0000660
power_density_nw_per_um2 = 222
power.switching_w = 0.0000365
peakVddDrop_mv = 0.0311
seqPwrFrac_pct = 0
p_clk_share_pct = 0

[place]
dpl_cell_area_um2 = 418
routabilityCongestion = 0.742
dp_hpwl_um = 489
portBuffers = 13

[critical_path]
startpoint_type = input port
path_max_fanout = 2
required_ns = 1.92
worstSetupEndpointType = output port
endpoint = io_out[3]
cp.arrival_ns = 1.88
path_class = input port to output port
crit_start = io_b[1]

[logic_synthesis]
ys_cells = 24
ys_types = 10
avgSynthCellArea_um2 = 7.72
ys_seq_share_pct = 0
netlist_instances = 24
yosys_area_um2 = 185
synth_warnings = 0
syn_area_um2 = 185

[job]
warnings = 35
drv_cap = 0

[run_status]
outcome = finished clean

[clock_tree]
post-cts-setup-buffers = 0

[worst_hold_path]
hold_class = input port to output port
hold_start = io_b[1]
## Yosys cell counts (all sizes together)
master | instances | area share [%]
fa | 1 | 11
nor2 | 2 | 4.1
mux2 | 1 | 6.1
inv | 8 | 16
ha | 4 | 27
xnor2 | 4 | 19
nor3 | 1 | 5.4
a21o | 1 | 4.1
xor2 | 1 | 4.7
a21oi | 1 | 2.7
## metal layers
| metal | track usage [%] | vias to the layer above | wire (um) |
|---|---|---|---|
| met5 | 0 | - | 0 |
| met4 | 0 | 0 | 0 |
| met3 | 0.682 | 0 | 112 |
| met2 | 2.33 | 11 | 225 |
| met1 | 2.12 | 103 | 285 |
| li1 | - | 111 | - |
## kinds of logic (layout without fill, tap and decap cells)
family	count (synthesis)	count (layout)	share of synthesized area [%]
adder cells (fa/ha/maj)	5	5	37.8
buffers and inverters	8	27	16.2
AND-OR/OR-AND	2	2	6.76
XOR/XNOR	5	5	23.6
AND/OR/NAND/NOR	3	3	9.46
multiplexers	1	1	6.08
## critical path: stages
cell	delay, ns
buf_8	0.10
inv_4	0.05
ha_4	0.19
mux2_4	0.28
inv_2	0.07
ha_4	0.18
a21o_1	0.16
a21oi_2	0.14
xnor2_1	0.13
buf_2	0.11
## worst min path at each step
| stage | end | slack, ns | depth (start not counted) |
|---|---|---|---|
| CTS | io_out[3] | 1.63 | 7 |
| global route | io_out[3] | 1.70 | 7 |
| finish | io_out[3] | 1.61 | 7 |
## repair_timing
item / CTS / global route
hold buffers: 0 / 0
gates resized: 28 / 6
gates cloned: 0 / 0
pin swaps: 5 / 5
setup endpoints to repair: 3 / 3
## power groups by stage
stage     Clock, W  Combinational [W]  Sequential, W
6_report         0           0.000102              0
4_1_cts          0           0.000100              0
5_1_grt          0           0.000114              0
## stage by stage
stage	setup slack [ns]	cells
6_report	0.0440	89
3_3_place_gp	-0.883	89
4_1_cts	0.00164	89
2_1_floorplan	0.181	24
3_5_place_dp	-0.880	89
5_1_grt	-0.0274	89
## area by class of cell
type	count	area [um^2]	area share, %
inverters	8	35.0	7.59
multi-input cells	16	200	43.4
well taps	46	57.6	12.5
repair buffers	19	169	36.6
## placed cells by master, fill, tap and decap left out
| master | Yosys | layout |
|---|---|---|
| nor3_2 | 1 | 1 |
| inv_4 | 0 | 2 |
| buf_2 | 0 | 2 |
| xor2_1 | 1 | 1 |
| a21o_1 | 1 | 1 |
| inv_1 | 8 | 5 |
| mux2_4 | 0 | 1 |
| dlygate4sd2_1 | 0 | 1 |
| nor2_1 | 2 | 1 |
| buf_8 | 0 | 1 |
| nor2_2 | 0 | 1 |
| ha_1 | 4 | 2 |
| xnor2_2 | 0 | 1 |
| clkdlybuf4s50_1 | 0 | 7 |
| inv_2 | 0 | 1 |
| a21oi_2 | 0 | 1 |
| buf_4 | 0 | 5 |
| xnor2_1 | 4 | 3 |
| ha_4 | 0 | 2 |
| fa_2 | 0 | 1 |
| buf_6 | 0 | 2 |
| clkbuf_2 | 0 | 1 |
Power and IR drop assume default switching activity.
