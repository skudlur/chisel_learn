<file path="flow/run.sh">
#!/bin/bash
# OpenROAD 26Q1-2900-gdf79404cd8, Yosys 0.63+post, stock flow scripts
make -C /OpenROAD-flow-scripts/flow DESIGN_CONFIG=/design/flow/config.mk WORK_HOME=/design/flow/orfs finish
</file>
<file path="flow/config.mk">
export PLATFORM = sky130hd
export DESIGN_NAME = Mux5
export DESIGN_NICKNAME = Mux5
export VERILOG_FILES = /design/flow/design.v
export SDC_FILE = /design/flow/constraint.sdc
export NUM_CORES = 4
export LEC_CHECK = 1
export CORE_AREA = 10 10 70 70
export DIE_AREA = 0 0 80 80
</file>
<file path="flow/constraint.sdc">
current_design Mux5

set clk_period 1.7
set clk_io_pct 0.2

create_clock -name clk0 -period $clk_period

set non_clock_inputs [all_inputs -no_clocks]
set_input_delay [expr $clk_period * $clk_io_pct] -clock clk0 $non_clock_inputs
set_output_delay [expr $clk_period * $clk_io_pct] -clock clk0 [all_outputs]
</file>
<file path="flow/design.v">
module Mux5(
  input        clock,
  input        reset,
  input  [7:0] io_a,
  input  [7:0] io_b,
  input  [7:0] io_c,
  input  [7:0] io_d,
  input  [7:0] io_e,
  input  [2:0] io_sel,
  output [7:0] io_y
);
  wire [7:0] _GEN_0 = 3'h4 == io_sel ? io_e : 8'h1;  
  wire [7:0] _GEN_1 = 3'h3 == io_sel ? io_d : _GEN_0;  
  wire [7:0] _GEN_2 = 3'h2 == io_sel ? io_c : _GEN_1;  
  wire [7:0] _GEN_3 = 3'h1 == io_sel ? io_b : _GEN_2;  
  assign io_y = 3'h0 == io_sel ? io_a : _GEN_3;  
endmodule
</file>
==> summary.txt <==
The flow completed. The flow ran to the end, and the final reports show no timing, DRC or antenna violations. Area share of the leading cell type in the synthesized netlist landed at 0.202. On the final layout, the worst hold slack is 1.10 ns. STA classifies the critical path endpoint as an output pin. Worst path arrival time landed at 1.33 ns.

Part of the power in the clock network landed at 0. Worst-case vdd ir drop landed at 64.3 uV. Global-route total usage across every layer landed at 0.0663. Routed via count landed at 595. The layout report lists the combined flip-flop and latch area as 0 um2. For this run the top cell type by instance count after synthesis was sky130_fd_sc_hd__mux2i_1. Power density of the placed cells landed at 229 nW/um2. Design area landed at 1090 um2. The floorplan step set the die width to 80 um. Remaining antenna violation count landed at 0. Largest net degree at the start of global routing landed at 9. After floorplanning, the core was divided into 21 placement rows.

Per the gpl log, the routability congestion estimate is 0.796. After clock tree synthesis, the flow added hold-fix buffers numbering 0. The initial antenna violation count is 0. Global-route wire length before repair landed at 3520 um. Setup repair after global routing could not meet its margin everywhere. Ratio of final minimum period to clock period landed at 0.980. Die area landed at 6400 um2. The worst setup path is of the in -> out kind. Number of port buffers landed at 51.

Number of failing hold endpoints at the final stage landed at 0. Count of clock-net buffers in the final layout landed at 0. The type recorded for the worst min-delay path is in -> out. Leaving out buffers and inverters, the combinational logic in the layout accounts for 395 um2. Cell internal power dissipation landed at 0.173 mW. In the final report, the number of pins over their slew limit comes to 0. The net switching power in the latest report is 0.0768 mW. Minimum clock period landed at 1.67 ns. Die height landed at 80 um. The floorplan step records an initial core utilization of 0.116. Placed wire-length estimate after detailed placement landed at 1830 um. Synthesized chip area reported by yosys landed at 397 um2. Final-layout fill cell count landed at 369. The worst hold path begins at io_a[2]. Summing every instance area after synthesis gives 397 um2. The leakage component of the power was reported as 0.513 nW. Yosys attributes the largest share of cell area to sky130_fd_sc_hd__mux2i_1, sky130_fd_sc_hd__mux2_2, sky130_fd_sc_hd__a2bb2oi_1.

For this block, the routed nets add up to 2150 um of wire. After synthesis, the design contains 47 cells according to Yosys. Mean number of vias per cell landed at 3.86. Share of cells above drive strength 1 landed at 0.370.

The synthesis run shows the most used standard cells to be sky130_fd_sc_hd__mux2i_1, sky130_fd_sc_hd__mux2_2. Switching power as a fraction of the total was reported as 0.308. Mean post-synth cell area landed at 8.44 um2.

Along the worst path, the maximum fanout reaches 6. Standard cell area after detailed placement landed at 1020 um2. The core region is 3420 um2. Worst max-slew margin expressed relative to the limit landed at 0.788. Of the total power, combinational logic draws 1.000.

Proportion of power drawn by flip-flops and latches landed at 0. Yosys printed 0 warnings. Required time of the critical path landed at 1.36 ns. Distinct cell type count after synthesis landed at 21. The pin closest to its max-slew limit shows a slew of 0.317 ns. Final antenna diode count landed at 0. Per the post-synthesis report, the number of cells in the design is 47. Recorded from the global router log, the overflow total was 0. Sequential share of the synthesized area landed at 0. Measured on the finished design, the core utilization comes to 0.320. The first routing iteration left 7 violations. The worst setup path is launched from a primary input.

The number of global-route vias before repair was 717. For this run, the detailed router's first-pass iteration total came to 3. The script logs the mean routed wire length per placed instance as 13.9 um.

In this build the clock could be raised as far as 0.600 GHz. Per the detail_route report, DRC violations left total 0. The synthesized design spends more area on one cell type than any other, namely sky130_fd_sc_hd__mux2i_1.

The critical path starts at io_sel[0]. Total power consumption of the routed design landed at 0.250 mW. 53 I/O pins were placed. Per the run summary, max-cap violations total 0. Number of logged tool warnings landed at 35.

The final report lists the setup-violating endpoint count as 0. The flow measured a signed area growth from synthesis to layout of 175%. Sequential cells placed in the final layout were counted as 0.
==> power by group through the flow <==
stage	logic, mW	clock network, mW	registers [mW]
after CTS	0.248	0	0
final	0.250	0	0
after global routing	0.271	0	0
==> layer usage <==
| metal | part of all wire | vias to the layer above | global-route usage | routed length [um] |
|---|---|---|---|---|
| met5 | 0 | - | 0 | 0 |
| li1 | - | 309 | - | - |
| met4 | 0 | 0 | 0 | 0 |
| met3 | 0.057 | 0 | 0.0170 | 123 |
| met2 | 0.53 | 17 | 0.121 | 1130 |
| met1 | 0.41 | 269 | 0.0800 | 889 |
==> cell usage in the layout (no fill, tap or decap) <==
cell type	synthesis	final
sky130_fd_sc_hd__buf_4	0	10
sky130_fd_sc_hd__nor2_1	1	1
sky130_fd_sc_hd__a32oi_2	0	1
sky130_fd_sc_hd__nor2_2	1	1
sky130_fd_sc_hd__o21ai_1	1	1
sky130_fd_sc_hd__mux2_4	0	5
sky130_fd_sc_hd__clkdlybuf4s15_1	0	1
sky130_fd_sc_hd__clkdlybuf4s15_2	0	1
sky130_fd_sc_hd__buf_16	0	1
sky130_fd_sc_hd__a32o_1	1	1
sky130_fd_sc_hd__buf_2	2	6
sky130_fd_sc_hd__dlymetal6s2s_1	0	3
sky130_fd_sc_hd__inv_2	0	1
sky130_fd_sc_hd__inv_1	2	1
sky130_fd_sc_hd__mux4_2	1	1
sky130_fd_sc_hd__mux2i_1	8	8
sky130_fd_sc_hd__nand2b_1	1	1
sky130_fd_sc_hd__buf_8	0	1
sky130_fd_sc_hd__a21oi_2	0	1
sky130_fd_sc_hd__mux2_2	6	1
sky130_fd_sc_hd__buf_12	1	3
sky130_fd_sc_hd__nand2_1	3	3
sky130_fd_sc_hd__clkdlybuf4s50_1	0	25
sky130_fd_sc_hd__dlygate4sd2_1	0	12
sky130_fd_sc_hd__a2bb2oi_1	3	3
sky130_fd_sc_hd__o22ai_1	3	3
sky130_fd_sc_hd__nand3_1	1	1
sky130_fd_sc_hd__a22oi_2	0	3
sky130_fd_sc_hd__a32oi_1	3	2
sky130_fd_sc_hd__clkbuf_2	0	2
sky130_fd_sc_hd__nor3b_2	1	1
sky130_fd_sc_hd__nor2b_2	0	1
sky130_fd_sc_hd__nor2b_1	3	2
==> final timing paths <==
kind	to	cells past startpoint
max	io_y[5]	7
min	io_y[2]	5
==> cell type report <==
type                            instances  area share
Timing Repair Buffer                   65       0.578
Tap cell                               46      0.0527
Multi-Input combinational cell         41       0.362
Inverter                                2     0.00687
==> what timing repair did <==
item / in CTS / in global routing
cloned: 1 / 0
setup buffers: 3 / 0
pin swaps: 15 / 7
endpoints found under the setup margin: 8 / 6
resized: 54 / 10
==> kinds of logic (layout without fill, tap and decap cells) <==
| kind of cell | count (synthesis) | after routing | share of synthesized area |
|---|---|---|---|
| simple gates | 11 | 11 | 0.161 |
| compound gates | 15 | 15 | 0.287 |
| mux | 15 | 15 | 0.429 |
| buf+inv | 6 | 67 | 0.123 |
==> per-stage QoR <==
stage	setup WS (ns)	instances	setup TNS, ns
global placement	-0.679	150	-5.19
global route	-0.0170	154	-0.0224
detailed placement	-0.703	150	-5.24
floorplan	0.316	47	0
CTS	0.00787	154	0
finish	0.0333	154	0
==> worst max-delay path, cell delays in order <==
cell,delay (ns)
sky130_fd_sc_hd__buf_8,0.10
sky130_fd_sc_hd__buf_12,0.12
sky130_fd_sc_hd__buf_16,0.13
sky130_fd_sc_hd__mux2_4,0.29
sky130_fd_sc_hd__a32oi_1,0.16
sky130_fd_sc_hd__nand2_1,0.08
sky130_fd_sc_hd__buf_2,0.11
Power figures rest on the tool's default switching activity, not on a simulated workload.
